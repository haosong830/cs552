File: /design/flow/design.v
module EXMEM_ff(clk, rst, EXMEM_exOut, EXMEM_Rt, EXMEM_RegWrite, EXMEM_DMemWrite, EXMEM_DMemRead, 
		EXMEM_MemToReg, EXMEM_DMemDump, EXMEM_writeRegSel, EXMEM_RtSel, exOut, DMemStall,
		MEMtoEX_Rt, IDEX_RegWrite, IDEX_DMemWrite, IDEX_DMemRead,
		IDEX_MemToReg, IDEX_DMemDump, IDEX_writeRegSel, IDEX_RtSel);
	input clk;
	input rst;
	input [15:0] exOut;
	input [15:0] MEMtoEX_Rt;
	input IDEX_RegWrite;
	input IDEX_DMemWrite;
	input IDEX_DMemRead;
	input IDEX_MemToReg;
	input IDEX_DMemDump;
	input [2:0] IDEX_writeRegSel;
	input [2:0] IDEX_RtSel;
	input DMemStall;
	output [15:0] EXMEM_exOut;
	output [15:0] EXMEM_Rt;
	output EXMEM_RegWrite;
	output EXMEM_DMemWrite;
	output EXMEM_DMemRead;
	output EXMEM_MemToReg;
	output EXMEM_DMemDump;
	output [2:0] EXMEM_writeRegSel;
	output [2:0] EXMEM_RtSel;
	wire [15:0] stall_exOut;
	wire [15:0] stall_MEMtoEX_Rt;
	wire stall_IDEX_RegWrite;
	wire stall_IDEX_DMemWrite;
	wire stall_IDEX_DMemRead;
	wire stall_IDEX_MemToReg;
	wire stall_IDEX_DMemDump;
	wire [2:0] stall_IDEX_writeRegSel;
	wire [2:0] stall_IDEX_RtSel;
    ff_16b ff_EXMEM_ex(.clk(clk), .rst(rst), .data_in(stall_exOut), .data_out(EXMEM_exOut));
    ff_16b ff_EXMEM_Rt(.clk(clk), .rst(rst), .data_in(stall_MEMtoEX_Rt), .data_out(EXMEM_Rt));
    dff ff_EXMEM_RegWrite(.q(EXMEM_RegWrite), .d(stall_IDEX_RegWrite), .clk(clk), .rst(rst)); 
    dff ff_EXMEM_DMemWrite(.q(EXMEM_DMemWrite), .d(stall_IDEX_DMemWrite), .clk(clk), .rst(rst)); 
    dff ff_EXMEM_DMemRead(.q(EXMEM_DMemRead), .d(stall_IDEX_DMemRead), .clk(clk), .rst(rst)); 
    dff ff_EXMEM_MemToReg(.q(EXMEM_MemToReg), .d(stall_IDEX_MemToReg), .clk(clk), .rst(rst)); 
    dff ff_EXMEM_DMemDump(.q(EXMEM_DMemDump), .d(stall_IDEX_DMemDump), .clk(clk), .rst(rst)); 
    dff ff_EXMEM_writeRegSel [2:0] (.q(EXMEM_writeRegSel), .d(stall_IDEX_writeRegSel), .clk(clk), .rst(rst));
    dff ff_EXMEM_RtSel [2:0] (.q(EXMEM_RtSel), .d(stall_IDEX_RtSel), .clk(clk), .rst(rst));
	assign stall_exOut = DMemStall ? EXMEM_exOut : exOut;
	assign stall_MEMtoEX_Rt = DMemStall ? EXMEM_Rt : MEMtoEX_Rt;
	assign stall_IDEX_RegWrite = DMemStall ? EXMEM_RegWrite : IDEX_RegWrite;
	assign stall_IDEX_DMemWrite = DMemStall ? EXMEM_DMemWrite : IDEX_DMemWrite;
	assign stall_IDEX_DMemRead = DMemStall ? EXMEM_DMemRead : IDEX_DMemRead;
	assign stall_IDEX_MemToReg = DMemStall ? EXMEM_MemToReg : IDEX_MemToReg;
	assign stall_IDEX_DMemDump = DMemStall ? EXMEM_DMemDump : IDEX_DMemDump;
	assign stall_IDEX_writeRegSel = DMemStall ? EXMEM_writeRegSel : IDEX_writeRegSel;
	assign stall_IDEX_RtSel = DMemStall ? EXMEM_RtSel : IDEX_RtSel;
endmodule
module dff (q, d, clk, rst);
    output         q;
    input          d;
    input          clk;
    input          rst;
    reg            state;
    assign #(1) q = state;
    always @(posedge clk) begin
      state = rst? 0 : d;
    end
endmodule
module	ff_16b(input clk, input rst, input [15:0] data_in, output [15:0] data_out);
	dff ff[15:0] (.q(data_out), .d(data_in), .rst(rst), .clk(clk));
endmodule
File: /design/flow/config.mk
export PLATFORM = sky130hd
export DESIGN_NAME = EXMEM_ff
export DESIGN_NICKNAME = EXMEM_ff
export VERILOG_FILES = /design/flow/design.v
export SDC_FILE = /design/flow/constraint.sdc
export NUM_CORES = 4
export LEC_CHECK = 1
export CORE_UTILIZATION = 30
File: /design/flow/run.sh
#!/bin/bash
# OpenROAD 26Q1-2900-gdf79404cd8, Yosys 0.63+post, stock flow scripts
make -C /OpenROAD-flow-scripts/flow DESIGN_CONFIG=/design/flow/config.mk WORK_HOME=/design/flow/orfs finish
File: /design/flow/constraint.sdc
current_design EXMEM_ff

set clk_period 1.0
set clk_io_pct 0.2

create_clock -name clk0 -period $clk_period [get_ports {clk}]

set non_clock_inputs [all_inputs -no_clocks]
set_input_delay [expr $clk_period * $clk_io_pct] -clock clk0 $non_clock_inputs
set_output_delay [expr $clk_period * $clk_io_pct] -clock clk0 [all_outputs]
==> Slide: Implementation Results <==
Run Summary

Floorplan
  • IO Pins: 89
  • Die Span Y: 80.5 um
  • Row Count: 28
  • Core area: 0.00592 sq mm
  • Die area: 0.00648 sq mm
  • Die W: 80.5 um
  • Fp util: 0.312

Routing
  • Metal3 WL: 317 um
  • Initial DRT Pass Iterations: 4
  • Routed WL per cell: 11.0 um
  • Total Routed Length: 3.36 mm
  • N_diodes: 0
  • Highest metal used: met4
  • M1 wire length: 1.62 mm
  • Drt initial violations: 22
  • Vias: 1227
  • DRC violation count after routing: 0
  • Met2 WL post-DR: 1.39 mm
  • Vias per inst: 4.01
  • Antenna Nets Post-Route: 0

Placement
  • Placer Congestion: 0.688
  • IO Port Bufs: 88
  • Detailed Place HPWL: 2.25 mm

Critical path
  • Worst path cell trace: buf_2
  • Worst setup SP type: register
  • Worst path top cell family by delay: flip-flops
  • WP buf/inv: 1
  • Crit path DRT: 0.80 ns
  • Slowest CP cell: dfxtp_2
  • WS Path Type: reg -> out
  • WP data arrival: 0.71 ns
  • Critical Path Sink Type: output port
  • CP max stage delay: 0.32 ns
  • Critical path peak fanout: 2

Synthesis
  • Post-synthesis cell type count: 8
  • Yosys reg bits: 43
  • Number of cells in Yosys stat: 177
  • Synth warn: 1
  • Mapped cell area: 0.00185 sq mm
  • Post-Syn Area per Cell: 10.4 sq um
  • YS chip area: 0.00185 sq mm
  • Seq share, synth: 0.465
  • Mapped Cells: 177

CTS
  • Clock Latency Late Sink: 0.28 ns
  • Clk slew on worst S/H paths: 0.08 ns
  • Clk sinks: 43
  • Cts bufs inserted: 5
  • CTS tree: built
  • Root buffer cell: clkbuf_8
  • CTS Hold Bufs: 0
  • H-Tree Level Count: 2
  • Clock buffer depth: 2

Timing
  • Period utilization: 0.913
  • Final setup vio count: 0
  • Slew @ Worst Pin: 0.204 ns
  • Max Clock Freq: 1100 MHz
  • Endpoints failing hold: 0
  • Clock skew: 0 ns
  • Slew Limit Fails: 0
  • Tmin final: 0.913 ns
  • TNS Setup: 0 ns
  • RSZ-0062 raised after global routing: false
  • Worst slew margin: 0.864

Global route
  • Initial antenna violation count: 0
  • Total track usage: 0.106
  • Global-route wire length before repair: 5.29 mm
  • Total global routing overflow: 0
  • Largest net degree at the start of global routing: 25
  • Vias in the first global route: 1157

Cells and area
  • Share of post-route cells with drive strength above 1: 0.437
  • Area growth syn-to-layout: 31.2%

Pwr
  • Pwr dens: 1400 mW/mm^2
  • Leak: 0.00117 uW
  • Peak supply drop: 0.503 mV
  • Design Power: 3390 uW

Worst hold path
  • Hold Path Class: in -> reg

Run
  • OpenROAD warning count: 25
  • Maxcap violations: 0

Status
  • Outcome: completed
cells by family (layout without fill, tap and decap cells):
logic type,Yosys count,count (layout),synth area share
muxes,43,43,0.233
DFF,43,43,0.465
and+or+nand+nor,43,43,0.0873
buffers and inverters,48,102,0.214
final timing paths:
kind	cells past startpoint	startpoint	slack (ns)	endpoint
hold reg to reg	2	ff_EXMEM_writeRegSel[0].state$_SDFFE_PP0N_	0.48	ff_EXMEM_writeRegSel[0].state$_SDFFE_PP0N_
setup reg to reg	3	ff_EXMEM_ex.ff[10].state$_SDFFE_PP0N_	0.29	ff_EXMEM_ex.ff[10].state$_SDFFE_PP0N_
setup / recovery	1	ff_EXMEM_ex.ff[11].state$_SDFFE_PP0N_	0.09	EXMEM_exOut[11]
hold / removal	3	rst	0.28	ff_EXMEM_DMemWrite.state$_SDFFE_PP0N_
sequential cells by signal, indices dropped and copies added, names as in the netlist:
register	flops
ff_EXMEM_RegWrite.state	1
ff_EXMEM_RtSel.state	3
ff_EXMEM_Rt.ff.state	16
ff_EXMEM_DMemDump.state	1
ff_EXMEM_ex.ff.state	16
ff_EXMEM_MemToReg.state	1
ff_EXMEM_writeRegSel.state	3
ff_EXMEM_DMemRead.state	1
ff_EXMEM_DMemWrite.state	1
cell usage after synthesis:
library cell  count  area share
buf_4            38        0.15
buf_12            4       0.043
clkbuf_1          4      0.0081
buf_6             1      0.0061
clkbuf_2          1      0.0027
nor2_1           43       0.087
mux2i_1          43        0.23
dfxtp_1          43        0.47
cell type report:
cell class,count,area (sq um)
well taps,75,93.8
repair buffers,96,753
flip-flops and latches,43,915
fillers,604,3490
multi-input cells,86,592
clock buffers,6,72.6
cells in the final DEF (no fill, tap or decap), drive strengths merged:
cell / n
clkdlybuf4s50: 43
buf: 14
dfxtp: 43
clkbuf: 45
mux2i: 43
nor2: 43
routing by layer:
| layer | global-route usage | up-vias |
|---|---|---|
| met1 | 0.153 | 531 |
| met5 | 0 | - |
| li1 | - | 638 |
| met3 | 0.0358 | 4 |
| met2 | 0.160 | 54 |
| met4 | 0.0143 | 0 |
stage by stage:
| stage | area [sq um] | utilization | hold WS (ns) | worst slack [ns] | cells |
|---|---|---|---|---|---|
| finish | 2430 | 0.410 | 0.284 | 0.0870 | 306 |
| floorplan | 1850 | - | 0.344 | 0.181 | 177 |
| CTS | 2610 | 0.441 | 0.278 | 0.000554 | 305 |
| global route | 2430 | 0.410 | 0.284 | 0.0480 | 306 |
| global placement | 2480 | 0.420 | 0.473 | 0.00213 | 296 |
| detailed placement | 2480 | 0.420 | 0.482 | -0.00151 | 296 |
what timing repair did:
action | 4_1_cts | 5_1_grt
gates resized | 133 | 39
setup endpoints to repair | 43 | 39
setup buffers | 3 | 1
where the power goes:
part / internal (uW) / leakage (uW) / switching [uW] / total [uW]
registers: 1830 / 0.000370 / 44.3 / 1880
logic: 345 / 0.000759 / 164 / 510
clock network: 466 / 0.0000371 / 535 / 1000
total: 2640 / 0.00117 / 744 / 3390
Power and IR drop assume default switching activity.
