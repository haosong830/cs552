===== flow/config.mk =====
export PLATFORM = sky130hd
export DESIGN_NAME = IDEX_ff
export DESIGN_NICKNAME = IDEX_ff
export VERILOG_FILES = /design/flow/design.v
export SDC_FILE = /design/flow/constraint.sdc
export NUM_CORES = 4
export LEC_CHECK = 1
export CORE_UTILIZATION = 40

===== flow/constraint.sdc =====
current_design IDEX_ff

set clk_period 1.0
set clk_io_pct 0.2

create_clock -name clk0 -period $clk_period [get_ports {clk}]

set non_clock_inputs [all_inputs -no_clocks]
set_input_delay [expr $clk_period * $clk_io_pct] -clock clk0 $non_clock_inputs
set_output_delay [expr $clk_period * $clk_io_pct] -clock clk0 [all_outputs]

===== flow/design.v =====
module IDEX_ff(clk, rst, IDEX_Rs, IDEX_Rt, IDEX_aluReg2, IDEX_RegWrite, IDEX_DMemWrite, IDEX_DMemRead,
				IDEX_MemToReg, IDEX_DMemDump, IDEX_aluOp, IDEX_writeRegSel, IDEX_jalControl, IDEX_RtSel,
				IDEX_RsSel, IDEX_notImm, IDEX_jalPC, hazardStall, DMemStall, RegWrite, DMemWrite,
				DMemDump, jalControl, regRs, regRt, aluReg2, DMemRead, MemToReg, aluOp, writeRegSel,
				IFID_instr, notImm, IFID_PC);
	input clk;
	input rst;
	input RegWrite;
	input DMemWrite;
	input DMemDump;
	input jalControl;
	input [15:0] regRs;
	input [15:0] regRt;
	input [15:0] aluReg2;
	input DMemRead;
	input MemToReg;
	input [3:0] aluOp;
	input [2:0] writeRegSel;
	input notImm;
	input [15:0] IFID_PC;
	input [15:0] IFID_instr;
	input hazardStall;
	input DMemStall;
	output [15:0] IDEX_Rs;
	output [15:0] IDEX_Rt;
	output [15:0] IDEX_aluReg2;
	output IDEX_RegWrite;
	output IDEX_DMemWrite;
	output IDEX_DMemRead;
	output IDEX_MemToReg;		
	output IDEX_DMemDump;
	output [3:0] IDEX_aluOp;
	output [2:0] IDEX_writeRegSel;
	output IDEX_jalControl;
	output [2:0] IDEX_RtSel;
	output [2:0] IDEX_RsSel;
	output IDEX_notImm;
	output [15:0] IDEX_jalPC;
    wire [15:0] stall_regRs;
    wire [15:0] stall_regRt;
    wire [15:0] stall_aluReg2;
    wire stall_DMemRead, stall_MemToReg, stall_notImm;
    wire [3:0] stall_aluOp;
    wire [2:0] stall_writeRegSel;
    wire [2:0] stall_RtSel;
    wire [2:0] stall_RsSel;
    wire [15:0] stall_IFID_PC;
	wire stall_RegWrite, stall_DMemWrite, stall_DMemDump, stall_jalControl;
    ff_16b ff_IDEX_Rs(.clk(clk), .rst(rst), .data_in(stall_regRs), .data_out(IDEX_Rs));
    ff_16b ff_IDEX_Rt(.clk(clk), .rst(rst), .data_in(stall_regRt), .data_out(IDEX_Rt));
    ff_16b ff_IDEX_aluReg2(.clk(clk), .rst(rst), .data_in(stall_aluReg2), .data_out(IDEX_aluReg2));
    dff ff_IDEX_RegWrite(.q(IDEX_RegWrite), .d(stall_RegWrite), .clk(clk), .rst(rst));
    dff ff_IDEX_DMemWrite(.q(IDEX_DMemWrite), .d(stall_DMemWrite), .clk(clk), .rst(rst));
    dff ff_IDEX_DMemRead(.q(IDEX_DMemRead), .d(stall_DMemRead), .clk(clk), .rst(rst));
    dff ff_IDEX_MemToReg(.q(IDEX_MemToReg), .d(stall_MemToReg), .clk(clk), .rst(rst));
    dff ff_IDEX_DMemDump(.q(IDEX_DMemDump), .d(stall_DMemDump), .clk(clk), .rst(rst));
    dff ff_IDEX_aluOp [3:0] (.q(IDEX_aluOp), .d(stall_aluOp), .clk(clk), .rst(rst));
    dff ff_IDEX_writeRegSel [2:0] (.q(IDEX_writeRegSel), .d(stall_writeRegSel), .clk(clk), .rst(rst));
    dff ff_IDEX_jalControl(.q(IDEX_jalControl), .d(stall_jalControl), .clk(clk), .rst(rst));
    dff ff_IDEX_RtSel [2:0] (.q(IDEX_RtSel), .d(stall_RtSel), .clk(clk), .rst(rst));
    dff ff_IDEX_RsSel [2:0] (.q(IDEX_RsSel), .d(stall_RsSel), .clk(clk), .rst(rst));
    dff ff_IDEX_notImm(.q(IDEX_notImm), .d(stall_notImm), .clk(clk), .rst(rst));
    ff_16b ff_IDEX_PC(.clk(clk), .rst(rst), .data_in(stall_IFID_PC), .data_out(IDEX_jalPC));
    assign stall_RegWrite = DMemStall ? IDEX_RegWrite : (hazardStall ? 1'b0 : RegWrite);
    assign stall_DMemWrite = DMemStall ? IDEX_DMemWrite : (hazardStall ? 1'b0 : DMemWrite);
    assign stall_DMemDump = DMemStall ? IDEX_DMemDump : (hazardStall ? 1'b0 : DMemDump);
    assign stall_jalControl = DMemStall ? IDEX_jalControl : (hazardStall ? 1'b0 : jalControl);
    assign stall_regRs = DMemStall ? IDEX_Rs : (hazardStall ? 1'b0 : regRs);
    assign stall_regRt = DMemStall ? IDEX_Rt : (hazardStall ? 1'b0 : regRt);
    assign stall_aluReg2 = DMemStall ? IDEX_aluReg2 : (hazardStall ? 1'b0 : aluReg2);
    assign stall_DMemRead = DMemStall ? IDEX_DMemRead : (hazardStall ? 1'b0 : DMemRead);
    assign stall_MemToReg = DMemStall ? IDEX_MemToReg : (hazardStall ? 1'b0 : MemToReg);
    assign stall_aluOp = DMemStall ? IDEX_aluOp : (hazardStall ? 1'b0 : aluOp);
    assign stall_writeRegSel = DMemStall ? IDEX_writeRegSel : (hazardStall ? 1'b0 : writeRegSel);
    assign stall_RtSel = DMemStall ? IDEX_RtSel : (hazardStall ? 1'b0 : IFID_instr[7:5]);
    assign stall_RsSel = DMemStall ? IDEX_RsSel : (hazardStall ? 1'b0 : IFID_instr[10:8]);
    assign stall_notImm = DMemStall ? IDEX_notImm : (hazardStall ? 1'b0 : notImm);
    assign stall_IFID_PC = DMemStall ? IDEX_jalPC : (hazardStall ? 1'b0 : IFID_PC);
endmodule
module dff (q, d, clk, rst);
    output         q;
    input          d;
    input          clk;
    input          rst;
    reg            state;
    assign #(1) q = state;
    always @(posedge clk) begin
      state = rst? 0 : d;
    end
endmodule
module	ff_16b(input clk, input rst, input [15:0] data_in, output [15:0] data_out);
	dff ff[15:0] (.q(data_out), .d(data_in), .rst(rst), .clk(clk));
endmodule

===== flow/run.sh =====
#!/bin/bash
# OpenROAD 26Q1-2900-gdf79404cd8, Yosys 0.63+post, stock flow scripts
make -C /OpenROAD-flow-scripts/flow DESIGN_CONFIG=/design/flow/config.mk WORK_HOME=/design/flow/orfs finish

==> metrics.yaml <==
status: "finished clean"
end_kind: "output port"
max-slew-margin-rel_pct: 80.8
cp_slowest_cell: "dfxtp_2"
fin_skew_ns: 0
antenna_found_initial: 0
top_layer: "met4"
path_clk_slew_ns: 0.09
vias: 3217
die_area_um2: 11100
wl_per_cell_um: 13.8
top_cell_area_share_pct: 39.3
hold_buffers: 0
first_global_vias: 3107
met1Wirelength_um: 4650
max-cap-violations: 0
yosysWarnings: 1
final_hold_viol_count: 0
tightestPinTransition_ns: 0.288
synth_area_um2: 4280
die_w_um: 105
path_max_fanout: 2
grt_pass1_wl_um: 15600
cts.sinks: 84
slew_viol_final: 0
setup_ws_ns: 0.0262
overflow: 0
fin_crit_ns: 0.974
start_kind: "flip-flop"
antenna_cells: 0
yosysSeqAreaShare_pct: 39.3
cts-root-buf: "clkbuf_8"
wirelength_um: 9530
ios: 182
core_um2: 10400
crit_chain: "buf_2"
top_cells_by_area: "dfxtp_1, o32ai_2, buf_4, inv_1, nand2_1"
yosys_area_um2: 4280
fmax_ghz: 1.03
tns_ns: 0
yosys.area.top_type: "dfxtp_1"
layout.cells.non_filler: 689
worstPathRequired_ns: 0.80
place_inst: 662
ys_cells: 450
drt_iter0_markers: 151
place_ws_ns: -0.144
die_y_um: 105
path_buffers: 1
synthesis.instances: 450
cts_max_level: 3
grt_use_total_pct: 17.7
ant_nets: 0
wl_met3_um: 699
ys_ff: 84
met2_length_um: 4060
max_stage_delay_ns: 0.32
cts_tree: "yes"
tool_warnings: 37
portBuffers: 171
critPathTopFamily: "flip-flops"
grt_max_degree: 47
numCtsBuffers: 9
synth.distinct_cells: 11
via_per_inst: 4.67
gp_congestion: 0.782
rsz0062_at_grt: "yes"
drc: 0
drt-pass1-iter-count: 4
setup.worst_path.class: "reg -> out"
ir_worst_vdd_uv: 759
clk_latency_ns: 0.34
cp.arrival_ns: 0.77
drive_above_1_share_pct: 49.7
finalCritPeriodShare_pct: 97.4
clk_path_buf_depth: 2
setup_violations: 0
syn-mean-instance-area_um2: 9.52
rows: 37
initial_core_util_pct: 41.3
power.static_leakage_uw: 0.00248
area_growth_pct: 30.7
hpwl_um: 6150
min_path_type: "in -> reg"
p_per_area_nw_per_um2: 1320
==> layout by cell type (no fill, tap or decap) <==
| cell | instances |
|---|---|
| buf_12 | 8 |
| clkbuf_1 | 2 |
| bufinv_16 | 2 |
| buf_4 | 23 |
| o32ai_1 | 24 |
| dfxtp_2 | 84 |
| nand2_1 | 84 |
| o32ai_2 | 60 |
| buf_2 | 85 |
| clkbuf_8 | 10 |
| clkinv_2 | 1 |
| or2_4 | 1 |
| clkinvlp_4 | 1 |
| clkdlybuf4s50_1 | 84 |
| inv_1 | 84 |
==> synth_stat cells <==
| cell type | instances |
|---|---|
| clkbuf_1 | 14 |
| inv_1 | 84 |
| nand2_1 | 84 |
| o32ai_2 | 60 |
| buf_6 | 6 |
| buf_4 | 78 |
| buf_2 | 13 |
| or2_1 | 1 |
| dfxtp_1 | 84 |
| buf_1 | 2 |
| o32ai_1 | 24 |
==> layout make-up <==
cell class / count / area (um^2)
Fill cell: 936 / 4770
Tap cell: 136 / 170
Timing Repair Buffer: 200 / 1600
Multi-Input combinational cell: 169 / 1510
Sequential cell: 84 / 1790
Inverter: 84 / 315
Clock inverter: 4 / 72.6
Clock buffer: 12 / 145
==> state kept, by name, indices dropped and copies added, names as in the netlist <==
name,cells
ff_IDEX_RsSel.state,3
ff_IDEX_Rt.ff.state,16
ff_IDEX_DMemWrite.state,1
ff_IDEX_DMemDump.state,1
ff_IDEX_jalControl.state,1
ff_IDEX_Rs.ff.state,16
ff_IDEX_notImm.state,1
ff_IDEX_MemToReg.state,1
ff_IDEX_DMemRead.state,1
ff_IDEX_aluOp.state,4
ff_IDEX_PC.ff.state,16
ff_IDEX_aluReg2.ff.state,16
ff_IDEX_RtSel.state,3
ff_IDEX_writeRegSel.state,3
ff_IDEX_RegWrite.state,1
==> power breakdown <==
group,internal (uW),switching [uW]
Combinational,666,489
Clock,1480,1200
Sequential,3500,58.9
Total,5640,1740
==> cell families after synthesis <==
kind of cell           after synthesis  synth area share [%]
AND-OR/OR-AND                       84                  27.7
buffers and inverters              197                  25.5
AND/OR/NAND/NOR                     85                  7.51
flip-flops                          84                  39.3
==> path summary, 6_finish.rpt <==
check | start | endpoint | slack (ns) | cells past startpoint
worst min register to register | ff_IDEX_Rs.ff[8].state$_SDFFE_PP0N_ | ff_IDEX_Rs.ff[8].state$_SDFFE_PP0N_ | 0.48 | 2
worst max register to register | ff_IDEX_Rt.ff[8].state$_SDFFE_PP0N_ | ff_IDEX_Rt.ff[8].state$_SDFFE_PP0N_ | 0.19 | 4
worst min-delay path | hazardStall | ff_IDEX_PC.ff[1].state$_SDFFE_PP0N_ | 0.28 | 3
worst max-delay path | ff_IDEX_Rs.ff[0].state$_SDFFE_PP0N_ | IDEX_Rs[0] | 0.03 | 1
==> routing by layer <==
metal  vias to the layer above  track usage, %
met4                         0            2.11
li1                       1611               -
met5                         -               0
met2                       121            24.9
met3                        11            3.60
met1                      1474            29.5
==> through the flow <==
step	area (um^2)	hold slack (ns)	power [uW]	util, %
after floorplan	4290	0.356	4290	-
after global placement	5610	0.463	4870	54.1
after detailed placement	5610	0.471	4880	54.1
after CTS	5590	0.255	7520	53.9
after global routing	5600	0.273	7770	54.0
final	5600	0.277	7380	54.0
==> timing repair <==
| item | 4_1_cts | 5_1_grt |
|---|---|---|
| setup endpoints to repair | 84 | 72 |
| setup buffers | 10 | 1 |
| gates resized | 342 | 0 |
| hold endpoints to repair | 0 | 0 |
| gates cloned | 0 | 0 |
Power is estimated from default activity; no workload was simulated.
