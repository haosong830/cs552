**flow/design.v**
```verilog
module MEMWB_ff(clk, rst, EXMEM_RegWrite, EXMEM_exOut, mem_out, EXMEM_writeRegSel, 
				EXMEM_MemToReg, EXMEM_DMemDump, EXMEM_for_RegWrite, DMemStall,
				MEMWB_RegWrite, MEMWB_writeRegSel, MEMWB_exOut, MEMWB_mem_out, 
				MEMWB_MemToReg, MEMWB_for_RegWrite, MEMWB_DMemDump);
	input clk;
	input rst;
	input EXMEM_RegWrite;
	input [2:0] EXMEM_writeRegSel;
	input [15:0] EXMEM_exOut;
	input [15:0] mem_out;
	input EXMEM_MemToReg;
	input EXMEM_DMemDump;
	input EXMEM_for_RegWrite;
	input DMemStall;
	output MEMWB_RegWrite;
	output [2:0] MEMWB_writeRegSel;
	output [15:0] MEMWB_exOut;
	output [15:0] MEMWB_mem_out;
	output MEMWB_MemToReg;
	output MEMWB_DMemDump;
	output MEMWB_for_RegWrite;
	wire stall_EXMEM_RegWrite;
	wire [2:0] stall_EXMEM_writeRegSel;
	wire [15:0] stall_EXMEM_exOut;
	wire [15:0] stall_mem_out;
	wire stall_EXMEM_MemToReg;
	wire stall_EXMEM_DMemDump;
	wire stall_EXMEM_for_RegWrite;
    dff ff_MEMWB_RegWrite(.q(MEMWB_RegWrite), .d(stall_EXMEM_RegWrite), .clk(clk), .rst(rst));
    dff ff_MEMWB_writeRegSel [2:0] (.q(MEMWB_writeRegSel), .d(stall_EXMEM_writeRegSel), .clk(clk), .rst(rst));
    ff_16b ff_MEMWB_exOut(.clk(clk), .rst(rst), .data_in(stall_EXMEM_exOut), .data_out(MEMWB_exOut));
    ff_16b ff_MEMWB_mem_out(.clk(clk), .rst(rst), .data_in(stall_mem_out), .data_out(MEMWB_mem_out));
    dff ff_MEMWB_MemToReg(.q(MEMWB_MemToReg), .d(stall_EXMEM_MemToReg), .clk(clk), .rst(rst));
    dff ff_MEMWB_DMemDump(.q(MEMWB_DMemDump), .d(stall_EXMEM_DMemDump), .clk(clk), .rst(rst));
	dff ff_MEMWB_for_Regwrite(.q(MEMWB_for_RegWrite), .d(stall_EXMEM_for_RegWrite), .clk(clk), .rst(rst));
	assign stall_EXMEM_RegWrite = DMemStall ? 1'b0 : EXMEM_RegWrite;
	assign stall_EXMEM_for_RegWrite = DMemStall ? MEMWB_for_RegWrite : EXMEM_for_RegWrite;
	assign stall_EXMEM_writeRegSel = DMemStall ? MEMWB_writeRegSel : EXMEM_writeRegSel;
	assign stall_EXMEM_exOut = DMemStall ? MEMWB_exOut : EXMEM_exOut;
	assign stall_mem_out = DMemStall ? MEMWB_mem_out : mem_out;
	assign stall_EXMEM_MemToReg = DMemStall ? MEMWB_MemToReg : EXMEM_MemToReg;
	assign stall_EXMEM_DMemDump = DMemStall ? 1'b0 : EXMEM_DMemDump;
endmodule
module dff (q, d, clk, rst);
    output         q;
    input          d;
    input          clk;
    input          rst;
    reg            state;
    assign #(1) q = state;
    always @(posedge clk) begin
      state = rst? 0 : d;
    end
endmodule
module	ff_16b(input clk, input rst, input [15:0] data_in, output [15:0] data_out);
	dff ff[15:0] (.q(data_out), .d(data_in), .rst(rst), .clk(clk));
endmodule
```
**flow/run.sh**
```bash
#!/bin/bash
# OpenROAD 26Q1-2900-gdf79404cd8, Yosys 0.63+post, stock flow scripts
make -C /OpenROAD-flow-scripts/flow DESIGN_CONFIG=/design/flow/config.mk WORK_HOME=/design/flow/orfs finish
```
**flow/config.mk**
```make
export PLATFORM = sky130hd
export DESIGN_NAME = MEMWB_ff
export DESIGN_NICKNAME = MEMWB_ff
export VERILOG_FILES = /design/flow/design.v
export SDC_FILE = /design/flow/constraint.sdc
export NUM_CORES = 4
export LEC_CHECK = 1
export CORE_UTILIZATION = 30
```
**flow/constraint.sdc**
```tcl
current_design MEMWB_ff

set clk_period 1.1
set clk_io_pct 0.2

create_clock -name clk0 -period $clk_period [get_ports {clk}]

set non_clock_inputs [all_inputs -no_clocks]
set_input_delay [expr $clk_period * $clk_io_pct] -clock clk0 $non_clock_inputs
set_output_delay [expr $clk_period * $clk_io_pct] -clock clk0 [all_outputs]
```
==> flow_metrics.tcl <==
# yosys + openroad results
set metrics [dict create \
    yosysChipArea_um2 1650 \
    first_global_vias 1029 \
    tightest_slew_ns 0.144 \
    power.density_nw_per_um2 1230 \
    critPathCaptureType "output port" \
    reg2reg_depth 3 \
    overflow 0 \
    die_height_um 76.2 \
    status "complete, no violations" \
    ant_nets 0 \
    hold_viol 0 \
    crit_cells 1 \
    endpoint "MEMWB_mem_out[9]" \
    leakagePower_uw 0.00113 \
    antenna_found_initial 0 \
    dieArea_um2 5810 \
    synth_area_um2 1650 \
    rsz0062_at_grt "no" \
    post-route-period-util_pct 96.9 \
    die_w_um 76.2 \
    first_pass_iters 2 \
    route.vias.total 1114 \
    hold_slack_ns 0.210 \
    synthFlopType "dfxtp_1" \
    syn_inst 159 \
    synth_cell_types 9 \
    final_cell_area_um2 2350 \
    finalWirelength_um 2910 \
    worst_clock_skew_ns 0 \
    vdd_drop_max_mv 0.503 \
    finalSetupViolCount 0 \
    crit_family "flip-flops" \
    worstPathRequired_ns 0.88 \
    synth.top_cell.area_share_pct 47.3 \
    grt_first_pass_wirelength_um 4740 \
    n_antenna_cell 0 \
    insertion_delay_ns 0.28 \
    cp_num_buf_inv 1 \
    grt_use_total_pct 10.2 \
    clockBufferDepth 2 \
    hold_buffers 0 \
    grt_max_degree 40 \
    log.warning_count 25 \
    common_cells "dfxtp_1, buf_4, mux2i_1, nor2_1" \
    fin_total_pwr_uw 2890 \
    hp-class "input pin to flip-flop" \
    synth-async-reset-ratio_pct 0 \
    p_sw_share_pct 22.3 \
    cts_buffers 5 \
    maxSlewViolCount 0 \
    cts_root_buf "clkbuf_8" \
    core_area_um2 5200 \
    combinationalPowerShare_pct 14.9 \
    dp_hpwl_um 1940 \
    utilization_pct 45.1 \
    cts_tree "yes" \
    top_cell "dfxtp_1" \
    drive_gt1_share_pct 24.6 \
    fp-row-count 26 \
    maxSlewHeadroom_pct 90.1 \
    io_pins 81 \
    maxCapViolCount 0 \
    rr_endpoint "ff_MEMWB_mem_out.ff[3].state" \
    ys_seq_elements 39 \
    yosysSeqAreaShare_pct 47.3 \
    yosysWarnings 1 \
    max_stage_delay_ns 0.33 \
    r2r_start "ff_MEMWB_mem_out.ff[3].state" \
    p_int_uw 2250 \
    cp-startpoint "ff_MEMWB_mem_out.ff[9].state" \
    dpl_cell_area_um2 2250 \
    seq_power_share_pct 53.5 \
    timing.fmax_ghz 0.938 \
    clkSlewWorstSetupHoldPaths_ns 0.08 \
    cp_max_fo 2 \
    period_needed_ns 1.07 \
    area_leaders "dfxtp_1, mux2i_1, buf_4, nor2_1, buf_12" \
    avgSynthCellArea_um2 10.4 \
    synth_area_leader_cell "dfxtp_1" \
    arrival_ns 0.85 \
    path_class "flip-flop to output port" \
    drcViolationCount 0 \
    numPortBuffers 80 \
    gp_congestion 0.660 \
    ys_cells 159 \
    cp_slowest_cell "dfxtp_2" \
    pwr-share-clk_pct 31.6 \
    crit_chain "dlygate4sd2_1" \
    core_util_floorplan_pct 31.7 \
    r2r_setup_slack_ns 0.39 \
    start_kind "flip-flop" \
    drt_iter0_drc 36 \
    htreeDepth 2 \
    clock_sinks 39 \
    edf_count 0 \
    areaGrowthSynthToFinish_pct 42.2 \
    switchingPower_uw 645 \
    wl_per_cell_um 10.5 \
    viasPerCell 4.02 \
]
## per-layer routing
layer / GRT usage (%) / wire [µm] / up-vias
met3: 4.14 / 301 / 6
met4: 1.73 / 53 / 0
met5: 0 / 0 / -
met1: 15.0 / 1430 / 485
li1: - / - / 570
met2: 14.5 / 1120 / 53
## what timing repair did
| action | 4_1_cts | 5_1_grt |
|---|---|---|
| endpoints found under the setup margin | 39 | 8 |
| hold endpoints to repair | 0 | 0 |
| setup buffers | 1 | 0 |
| gates resized | 77 | 8 |
## state kept, by name, summed over array words and instances (netlist names)
| register | cells |
|---|---|
| ff_MEMWB_exOut.ff.state | 16 |
| ff_MEMWB_mem_out.ff.state | 16 |
| ff_MEMWB_writeRegSel.state | 3 |
| ff_MEMWB_DMemDump.state | 1 |
| ff_MEMWB_MemToReg.state | 1 |
| ff_MEMWB_RegWrite.state | 1 |
| ff_MEMWB_for_Regwrite.state | 1 |
## power by group through the flow
stage	registers [µW]	logic [µW]	clock network, µW
4_1_cts	1550	436	967
6_report	1550	431	915
5_1_grt	1560	474	1030
## layout make-up
class / count / area [µm²]
clock buffer: 5 / 68.8
clock inverter: 3 / 15.0
fill: 519 / 2860
multi-input combinational: 76 / 524
sequential: 39 / 828
tap: 70 / 87.6
timing repair buffer: 84 / 825
## cell families after synthesis
family / share of synthesized area (%)
buffers and inverters: 21.0
and+or+nand+nor: 9.32
muxes: 22.4
DFF: 47.3
## stage by stage
step / setup TNS [ns] / std cells / setup slack, ns
6_report: 0 / 277 / 0.0341
5_1_grt: 0 / 277 / 0.000179
4_1_cts: 0 / 277 / 0.0162
3_5_place_dp: -1.57 / 268 / -0.0470
3_3_place_gp: -1.28 / 268 / -0.0382
2_1_floorplan: 0 / 159 / 0.215
## placed cells by master (no fill, tap or decap)
cell / count
dfxtp_1: 1
nor3b_1: 2
mux2i_1: 37
buf_2: 1
buf_12: 3
buf_4: 1
dfxtp_2: 38
clkbuf_8: 5
dlygate4sd2_1: 31
clkdlybuf4s50_1: 40
clkdlybuf4s15_1: 8
nor2_1: 37
clkinv_2: 3
## worst min path at each step
stage / endpoint / slack (ns) / depth (start not counted) / from
global route: ff_MEMWB_DMemDump.state / 0.21 / 2 / DMemStall
CTS: ff_MEMWB_DMemDump.state / 0.20 / 2 / DMemStall
finish: ff_MEMWB_DMemDump.state / 0.21 / 2 / DMemStall
Power figures rest on the tool's default switching activity, not on a simulated workload.
